==> ./run.sh <==
#!/bin/bash
# OpenROAD 26Q1-2900-gdf79404cd8, Yosys 0.63+post, stock flow scripts
make -C /OpenROAD-flow-scripts/flow DESIGN_CONFIG=/design/flow/config.mk WORK_HOME=/design/flow/orfs finish
==> ./constraint.sdc <==
current_design Part1

set clk_period 1.8
set clk_io_pct 0.2

create_clock -name clk0 -period $clk_period [get_ports {KEY}]

set non_clock_inputs [all_inputs -no_clocks]
set_input_delay [expr $clk_period * $clk_io_pct] -clock clk0 $non_clock_inputs
set_output_delay [expr $clk_period * $clk_io_pct] -clock clk0 [all_outputs]
==> ./design.v <==
module Part1 (SW, LEDR, HEX0, HEX1, KEY);
    input [9:0] SW;
	 output [7:0] LEDR;
	 output [6:0] HEX0;
	 output [6:0] HEX1;
	 input [2:0] KEY;
	 wire [7:0] w;
	 TFlipFlop f0(
	     .T(SW[1]),
		  .clock(KEY[0]),
		  .clear_b(SW[0]),
		  .q(w[0])
	 );
	 TFlipFlop f1(
	     .T(w[0] & SW[1]),
		  .clock(KEY[0]),
		  .clear_b(SW[0]),
		  .q(w[1])
	 );
	 TFlipFlop f2(
	     .T(w[0] & w[1] & SW[1]),
		  .clock(KEY[0]),
		  .clear_b(SW[0]),
		  .q(w[2])
	 );
	 TFlipFlop f3(
        .T(w[0] & w[1] & w[2] & SW[1]),
		  .clock(KEY[0]),
		  .clear_b(SW[0]),
		  .q(w[3])
	 );
	 TFlipFlop f4(
	     .T(w[0] & w[1] & w[2] & w[3] & SW[1]),
		  .clock(KEY[0]),
		  .clear_b(SW[0]),
		  .q(w[4])
	 );
	 TFlipFlop f5(
	     .T(w[0] & w[1] & w[2] & w[3] & w[4] & SW[1]),
		  .clock(KEY[0]),
		  .clear_b(SW[0]),
		  .q(w[5])
	 );
	 TFlipFlop f6(
	     .T(w[0] & w[1] & w[2] & w[3] & w[4] & w[5] & SW1),
		  .clock(KEY[0]),
		  .clear_b(SW[0]),
		  .q(w[6])
	 );
	 TFlipFlop f7(
	     .T(w[0] & w[2] & w[3] & w[4] & w[5] & w[6] & w[1] & SW[1]),
		  .clock(KEY[0]),
		  .clear_b(SW[0]),
		  .q(w[7])
	 );
	 assign LEDR[7:0] = w[7:0];
	 hex_decoder d1(.hex_digit(w[3:0]), .segments(HEX0));
	 hex_decoder d2(.hex_digit(w[7:4]), .segments(HEX1));
endmodule
module TFlipFlop (T, clock, clear_b, q);
    input T, clock, clear_b;  
	 output reg q;
	 always @(posedge clock, negedge clear_b)
	     begin
		      if (~clear_b)
				    q <= 1'b0;
				else
				    q <= T ^ q;
		  end
endmodule
module hex_decoder(hex_digit, segments);
    input [3:0] hex_digit;
    output reg [6:0] segments;
    always @(*)
        case (hex_digit)
            4'h0: segments = 7'b100_0000;
            4'h1: segments = 7'b111_1001;
            4'h2: segments = 7'b010_0100;
            4'h3: segments = 7'b011_0000;
            4'h4: segments = 7'b001_1001;
            4'h5: segments = 7'b001_0010;
            4'h6: segments = 7'b000_0010;
            4'h7: segments = 7'b111_1000;
            4'h8: segments = 7'b000_0000;
            4'h9: segments = 7'b001_1000;
            4'hA: segments = 7'b000_1000;
            4'hB: segments = 7'b000_0011;
            4'hC: segments = 7'b100_0110;
            4'hD: segments = 7'b010_0001;
            4'hE: segments = 7'b000_0110;
            4'hF: segments = 7'b000_1110;   
            default: segments = 7'h7f;
        endcase
endmodule
==> ./config.mk <==
export PLATFORM = sky130hd
export DESIGN_NAME = Part1
export DESIGN_NICKNAME = Part1
export VERILOG_FILES = /design/flow/design.v
export SDC_FILE = /design/flow/constraint.sdc
export NUM_CORES = 4
export LEC_CHECK = 1
export CORE_AREA = 10 10 70 70
export DIE_AREA = 0 0 80 80
==> out/metrics.yaml <==
pwr:
  cellLeakagePower_nw: 0.433
  power_w: 0.00191
  power.combinational.fraction_pct: 79.4
  switching_share_pct: 36.8
  ir_worst_vdd_mv: 0.445
  share_seq_of_total_power_pct: 15.2
  clkPwrFrac_pct: 5.4
  switching_power_w: 0.000703
  cell_pwr_density_nw_per_um2: 1900
  internal_power_w: 0.00121
floorplanning:
  core_um2: 3420
  floorplan.io_pins: 35
  floorplan.rows: 21
  die_width_um: 80
  die_h_um: 80
  fp_util_pct: 17.3
  chip_area_um2: 6400
clock_tree:
  cts_root_buffer: "clkbuf_4"
  tritoncts: "built"
  numCtsBuffers: 3
  clock_tree.buffer_depth: 2
  cts_sinks: 6
  worst_skew_pair.late_latency_ns: 0.22
  worst_setup_hold_path_clk_slew_ns: 0.04
  ctsHtreeMaxLevel: 1
  ctsHoldBuffers: 0
global_route:
  grt_pass1_wl_mm: 2.55
  grt_pass1_vias: 523
  antenna_found_initial: 0
  grtUsageTotal_pct: 4.81
  grt_overflow: 0
  grt_max_degree: 20
final_timing:
  period_used_pct: 98.6
  timing.final.hold_violations: 0
  max_clock_freq_mhz: 564
  setup-tns-final_ns: 0
  setup_viol: 0
  grt_setup_unrepaired: "true"
  final.setup.worst_slack_ns: 0.0259
  period_needed_ns: 1.77
  timing.final.max_slew_violations: 0
  fin_skew_ns: 0.00000250
run:
  warning_count: 61
  timing.max_cap.violations: 0
synthesis:
  yosysTopAreaCellShare_pct: 25.5
  synth-seq-area-share_pct: 25.5
  netlist_area_um2: 589
  post_synth_main_area_contributors: "dfrtp_1, buf_4, ha_1"
  asyncSetResetFlopFracSynth_pct: 100
  synthesis.instances: 70
  yosysCellCount: 70
  synth_top_cells_by_count: "buf_4, dfrtp_1, ha_1, nand2_1, o21ai_1"
  syn_avg_cell_area_um2: 8.42
  yosysMostFrequentCell: "buf_4"
  ys_types: 24
  edf_count: 0
  synth_top_cell_by_area: "dfrtp_1"
  ys_dominant_reg_cell: "dfrtp_1"
  yosys.stat.chipArea_um2: 589
  synth-warning-count: 4
  synth_flop_count: 6
critical_path:
  crit_path_frequent_cell: "buf_6"
  crit-reg2reg-launch: "f1.q$_DFF_PN0_"
  path_max_fanout: 4
  required_time_reported_for_the_critical_path_endpoint_ns: 1.44
  timing_worst_setup_path_type: "reg2out"
  worst_setup_path_end_kind: "primary output"
  cp-startpoint: "f1.q$_DFF_PN0_"
  worst_path_largest_cell_delay_ns: 0.39
  critical_path.top_delay_family: "buffers and inverters"
  path_cells: "inv_2 > buf_6 > ha_4 > buf_6 > o211ai_1 > o21ai_1 > buf_2"
  worstSetupStartpointType: "flop"
  slowest_stage: "dfrtp_1"
  cp_num_buf_inv: 4
  critPathArrivalTime_ns: 1.41
cells_and_area:
  design_area_um2: 1010
  post_route_cells_drive_above_1_share_pct: 46.0
  area_growth_pct: 70.7
detailed_routing:
  route.final.wire_length_mm: 1.54
  vias_per_cell: 3.82
  routed-via-count: 558
  route.antenna.diode_count: 0
  drt_drc_violations_left: 0
  detail_route.wl_per_cell_um: 10.5
  drt_first_pass_iters: 4
  drt_iter0_markers: 16
  final_antenna_net_count: 0
placement:
  postPlaceCellArea_um2: 863
  finalWeightedCongestion: 0.755
  dp_slack_ns: -0.117
  placement.io_buffers: 21
  dpl.hpwl_mm: 1.13
outcome:
  status: "finished, final reports clean"
worst_hold_path:
  timing.hold.worst.class: "in2async"
[logic make-up (layout without fill, tap and decap cells)]
family / after synthesis / after routing / synth area share (%)
and+or+nand+nor: 18 / 18 / 16.4
buffers and inverters: 18 / 46 / 20.2
AOI/OAI and AO/OA: 13 / 13 / 12.1
adders and majority gates: 6 / 6 / 12.7
DFF: 6 / 6 / 25.5
xor gates and xnor gates: 5 / 5 / 7.43
muxes: 3 / 3 / 5.10
other: 1 / 3 / 0.636
[per-layer routing]
| layer | share of wire, % | wire [µm] | global-route usage [%] | vias to the layer above |
|---|---|---|---|---|
| li1 | - | - | - | 279 |
| met4 | 2.0 | 31 | 0.704 | 0 |
| met1 | 45 | 686 | 6.05 | 256 |
| met3 | 11 | 176 | 2.50 | 2 |
| met2 | 42 | 644 | 7.30 | 21 |
| met5 | 0 | 0 | 0 | - |
[cell type report]
| cell class | instances | area [µm²] |
|---|---|---|
| Inverter | 4 | 17.5 |
| Clock buffer | 3 | 22.5 |
| Tap cell | 46 | 57.6 |
| Timing Repair Buffer | 39 | 343 |
| Fill cell | 357 | 2410 |
| Multi-Input combinational cell | 48 | 412 |
| Sequential cell | 6 | 154 |
[repair_timing]
item / CTS / global route
setup buffers: 7 / 2
pin swaps: 7 / 6
resized: 43 / 6
endpoints found under the setup margin: 8 / 12
[path summary, 6_finish.rpt]
check	slack, ns	end	cells past startpoint
hold / removal	0.39	f5.q$_DFF_PN0_	1
hold reg to reg	0.53	f4.q$_DFF_PN0_	1
setup / recovery	0.03	HEX0[3]	7
setup reg to reg	0.57	f5.q$_DFF_PN0_	6
min in group clk0	0.53	f4.q$_DFF_PN0_	1
max in group asynchronous	1.18	f0.q$_DFF_PN0_	1
[power by group through the flow]
stage,combinational [W],sequential [W],clock (W)
4_1_cts,0.00149,0.000320,0.000131
5_1_grt,0.00171,0.000302,0.000145
6_report,0.00152,0.000291,0.000102
[through the flow]
stage | instances | utilization (%) | hold slack (ns)
after floorplan | 72 | - | 0.0644
after global placement | 137 | 25.3 | 0.563
after detailed placement | 137 | 25.3 | 0.574
after CTS | 146 | 29.1 | 0.354
after global routing | 146 | 29.5 | 0.349
final | 146 | 29.5 | 0.386
[layout by cell type (no fill, tap or decap), drive strengths merged]
cell / Yosys / routed
nand4: 1 / 1
ha: 6 / 6
o211ai: 2 / 2
dlymetal6s2s: 0 / 1
nand3: 3 / 3
xnor2: 4 / 4
inv: 4 / 4
clkdlybuf4s50: 0 / 12
nand2: 6 / 6
nand2b: 1 / 1
a21oi: 4 / 4
conb: 1 / 3
nor2b: 1 / 1
nor2: 5 / 5
dfrtp: 6 / 6
buf: 14 / 24
o22ai: 1 / 1
dlygate4sd2: 0 / 1
clkbuf: 0 / 4
mux2i: 3 / 3
o21ai: 6 / 6
xor2: 1 / 1
or2: 1 / 1
[registers in the layout (all words and copies together), names as in the netlist]
name	flops
f4.q	1
f2.q	1
f5.q	1
f0.q	1
f1.q	1
f3.q	1
Power figures rest on the tool's default switching activity, not on a simulated workload.
